$ cat design.v
module Registradores (RegLido1,RegLido2,DadoEscr, ULAOp, RegEsc,EscReg,
Dado1,Dado2, DadoReg4, clock, reset);
    input wire [1:0] RegLido1;  
	 reg [2:0] RegLido;
    input [1:0] RegLido2;  
	 input [2:0] RegEsc;  
	 input [2:0] ULAOp;
    input [7:0] DadoEscr;  
    input EscReg, clock, reset;  
    output [7:0] Dado1, Dado2, DadoReg4;  
    reg [7:0] Registrador [7:0];   
	 initial begin
		Registrador[3'b000] = 8'b00000000;
		Registrador[3'b001] = 8'b00000000;
		Registrador[3'b010] = 8'b00000000;
		Registrador[3'b011] = 8'b00000000;
		Registrador[3'b100] = 8'b00000000;
		Registrador[3'b101] = 8'b00000000;
		Registrador[3'b110] = 8'b00000000;
		Registrador[3'b111] = 8'b00000000;
	 end
    always @(*) begin
			if(reset) begin
				Registrador[3'b000] = 8'b00000000;
				Registrador[3'b001] = 8'b00000000;
				Registrador[3'b010] = 8'b00000000;
				Registrador[3'b011] = 8'b00000000;
				Registrador[3'b100] = 8'b00000000;
				Registrador[3'b101] = 8'b00000000;
				Registrador[3'b110] = 8'b00000000;
				Registrador[3'b111] = 8'b00000000;
			end
			if(ULAOp == 3'b011) begin
				RegLido = {1'b1, RegLido1};
			end
			else begin
				RegLido = RegLido1;
			end
        if (EscReg) begin
				Registrador[RegEsc] <= DadoEscr; 
		  end
    end
	 assign Dado1 = Registrador[RegLido];  
    assign Dado2 = Registrador[RegLido2];  
	 assign DadoReg4 = Registrador[3'b011];
endmodule
$ cat run.sh
#!/bin/bash
# OpenROAD 26Q1-2900-gdf79404cd8, Yosys 0.63+post, stock flow scripts
make -C /OpenROAD-flow-scripts/flow DESIGN_CONFIG=/design/flow/config.mk WORK_HOME=/design/flow/orfs finish
$ cat config.mk
export PLATFORM = sky130hd
export DESIGN_NAME = Registradores
export DESIGN_NICKNAME = Registradores
export VERILOG_FILES = /design/flow/design.v
export SDC_FILE = /design/flow/constraint.sdc
export NUM_CORES = 4
export LEC_CHECK = 1
export CORE_UTILIZATION = 40
$ cat constraint.sdc
current_design Registradores

set clk_period 3.1
set clk_io_pct 0.2

create_clock -name clk0 -period $clk_period

set non_clock_inputs [all_inputs -no_clocks]
set_input_delay [expr $clk_period * $clk_io_pct] -clock clk0 $non_clock_inputs
set_output_delay [expr $clk_period * $clk_io_pct] -clock clk0 [all_outputs]
==> Implementation_results.wiki <==
== Implementation results ==
{| class="wikitable"
! Metric !! Value
|-
| Clock share of power || 0
|-
| First-pass iteration count of the detailed router || 4
|-
| Estimated wirelength of the detail-placed design || approximately 4900 um
|-
| Initial cell density of the core || 0.4232
|-
| Sw Share || 0.3933
|-
| Chip Width || approximately 90 um
|-
| Antenna-violating nets left || 0
|-
| OpenROAD warning count || 33
|-
| Count of non-filler cells in the finished layout || roughly 470
|-
| Final Instance Area || about 3500 sq um
|-
| Min-Delay Path Class || primary input to output pin
|-
| Die area || between 7000 and 8000 sq um
|-
| Average wire per standard cell || 15.03 um
|-
| DRC viols || 0
|-
| Final core utilization || 0.4991
|-
| Critical path startpoint category || primary input
|-
| Final Slew Violations || 0
|-
| Number of core rows || 30
|-
| Post-synth top area share || 0.3269
|-
| Worst Setup Path Type || primary input to output pin
|-
| F_max || 327.0 MHz
|-
| Count of vias placed by the detailed router || 2,399
|-
| Area after detailed placement || 3427 sq um
|-
| Number of warnings issued by yosys || roughly 66
|-
| RSZ-0062 raised after global routing || no
|-
| Number of I/O port buffers || 44
|-
| Number of different library cells in the post-synthesis netlist || 25
|-
| Part of the power in combinational logic || 0.744
|-
| Max VDD drop || 0.07096 mV
|-
| Largest stage delay on the critical path || ~0.52 ns
|-
| Via/cell ratio || 5.061
|-
| Combined global-route utilization of all metal layers || 0.1998
|-
| Ratio of cells with drive above 1 in the final layout || 0.1058
|-
| Switch Pwr || 0.0001139 W
|-
| Hold Crit Depth || 5
|-
| Layout fillers || just under 700
|-
| Arrival time of data at the critical path endpoint || roughly 2.4 ns
|-
| Worst path cell trace || dlygate4sd2_1 -> bufbuf_16 -> mux4_2 -> mux2_4 -> clkdlybuf4s50_1
|-
| Placed Cells || between 400 and 500
|-
| Total routed wirelength || 7126 um
|-
| Chip height || roughly 88 um
|-
| Sequential group share of total power || 0.256
|-
| Core region area || 6944 sq um
|-
| Endpoint of the worst hold-timing path || Dado1[6]
|-
| Type of destination of the critical path || output pin
|-
| Ratio of final minimum period to clock period || 0.9865
|-
| Vias in the first global route || approximately 2,200
|-
| Reported max-cap violation count || 0
|-
| Clock period minus final worst setup slack || 3.058 ns
|-
| Worst rel slew slack || 0.4414
|-
| Total power after layout || slightly below 0.0003 W
|-
| Final TNS setup || 0 ns
|-
| CTS hold repair buffers || 0
|-
| Number of antenna violations at the first check in global routing || 0
|-
| Layout-stage area growth over the synthesis result || 17.92%
|-
| Count of pins on the block boundary || 45
|-
| Internal power summed over all cells || around 0.00018 W
|-
| Pleak || roughly 1.3 nW
|-
| Final GP Congestion || 0.8167
|-
| Number of register pins that no clock reaches || 64
|-
| Number of diodes || 0
|-
| Setup-failing EPs final || 0
|-
| Number of unconstrained endpoints || 72
|-
| GRT overflow || 0
|-
| YS chip area || 2939 sq um
|-
| Critical-path cell with the highest stage delay || sky130_fd_sc_hd__mux4_2
|-
| Cell count in the Yosys report || 350
|-
| Critical path fanouts, max || 8
|-
| Top Registers || Registrador (64)
|-
| Number of hold violations in the final report || 0
|-
| Data required, critical path || approximately 2.5 ns
|-
| Worst Max-Slew Pin Slew || between 0.8 and 0.9 ns
|-
| Iter 0 DRT Violations || roughly 140
|-
| Wire length of the first global-routing pass || 11,230 um
|-
| Synth Instances || approximately 350
|-
| Most area-hungry cell type in the Yosys netlist || sky130_fd_sc_hd__dlxtn_1
|-
| Power Density || around 84 nW/um^2
|-
| Post-synthesis area per instance || roughly 8.4 sq um
|-
| Most flop-heavy register || Registrador
|-
| Main area contributors || sky130_fd_sc_hd__dlxtn_1 (33%), sky130_fd_sc_hd__nand2b_1 (14%), sky130_fd_sc_hd__mux4_2 (11%)
|-
| Maximum number of pins on one net before global-route repair || 73
|-
| Startpoint of the worst hold path || RegLido1[0]
|-
| Number of flip-flops in the largest register || about 64
|-
| Status || finished clean
|-
| Synthesized registers || about 64
|-
| Netlist area before placement || 2939 sq um
|}
power by group through the flow:
stage	registers, W	logic [W]	clock network, W
finish	0.0000740	0.000216	0
CTS	0.0000739	0.000218	0
global route	0.0000774	0.000234	0
critical path: cells and delay by family:
family | cells | cell delay, ns
buf+inv | 3 | 1.01
mux | 2 | 0.80
through the flow:
stage	hold WS [ns]	setup WS, ns
floorplan	1.547	0.8757
global placement	2.531	-0.1287
detailed placement	2.532	-0.1372
CTS	2.518	0.02655
global route	2.553	0.006027
finish	2.496	0.04177
synthesized netlist by cell type (all sizes together):
cell type	n
buf	20
nor3	3
mux4	22
inv	1
dlxtn	64
nand3b	1
o21ai	65
a2bb2oi	1
nor2	14
nand3	2
clkbuf	11
mux2	9
o21bai	1
a21oi	2
nand2b	67
nand2	67
placed cells by master (no fill, tap or decap):
master / n
sky130_fd_sc_hd__nand2b_1: 67
sky130_fd_sc_hd__nand2_1: 67
sky130_fd_sc_hd__dlxtn_1: 64
sky130_fd_sc_hd__o21ai_0: 58
sky130_fd_sc_hd__clkdlybuf4s50_1: 43
sky130_fd_sc_hd__mux4_2: 14
sky130_fd_sc_hd__nor2_1: 14
sky130_fd_sc_hd__buf_4: 11
sky130_fd_sc_hd__mux4_1: 8
sky130_fd_sc_hd__o21ai_1: 7
sky130_fd_sc_hd__mux2_4: 6
sky130_fd_sc_hd__mux2_2: 3
sky130_fd_sc_hd__buf_12: 3
sky130_fd_sc_hd__nor3_2: 2
sky130_fd_sc_hd__a21oi_1: 2
sky130_fd_sc_hd__nand3_1: 2
sky130_fd_sc_hd__nand3b_1: 1
sky130_fd_sc_hd__inv_1: 1
sky130_fd_sc_hd__o21bai_1: 1
sky130_fd_sc_hd__nor3_1: 1
sky130_fd_sc_hd__a2bb2oi_1: 1
sky130_fd_sc_hd__bufbuf_16: 1
sky130_fd_sc_hd__dlygate4sd2_1: 1
kinds of logic after synthesis:
| logic type | share of synthesized area |
|---|---|
| multiplexers | 0.2209 |
| AND-OR/OR-AND | 0.1196 |
| latches | 0.3269 |
| AND/OR/NAND/NOR | 0.2605 |
| buffers and inverters | 0.07194 |
how the worst max path moves through the flow:
stage     slack, ns        start  endpoint  cells past startpoint
4_1_cts        0.03  RegLido1[0]  Dado1[2]                      5
5_1_grt       0.006  RegLido1[0]  Dado1[0]                      5
6_report       0.04  RegLido1[0]  Dado1[2]                      5
area by class of cell:
| class | count | area [sq um] | share of cell area |
|---|---|---|---|
| inverters | 1 | 3.754 | 0.001083 |
| multi-input cells | 254 | 1767 | 0.5097 |
| flip-flops and latches | 64 | 960.9 | 0.2773 |
| well taps | 96 | 120.1 | 0.03466 |
| repair buffers | 59 | 614.3 | 0.1773 |
per-layer routing:
layer	wire length, um	track usage
met5	0	0
met4	0	0
met3	427	0.02672
met2	3222	0.3101
met1	3476	0.3306
repair_timing:
item                                    CTS  global route
buffers inserted                          1             0
endpoints found under the setup margin    7             0
resized                                   1             0
No activity file was given, so power comes from the tool's default toggle rates.
