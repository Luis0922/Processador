==> /design/flow/run.sh <==
#!/bin/bash
# OpenROAD 26Q1-2900-gdf79404cd8, Yosys 0.63+post, stock flow scripts
make -C /OpenROAD-flow-scripts/flow DESIGN_CONFIG=/design/flow/config.mk WORK_HOME=/design/flow/orfs finish
==> /design/flow/config.mk <==
export PLATFORM = sky130hd
export DESIGN_NAME = pc
export DESIGN_NICKNAME = pc
export VERILOG_FILES = /design/flow/design.v
export SDC_FILE = /design/flow/constraint.sdc
export NUM_CORES = 4
export LEC_CHECK = 1
export CORE_AREA = 10 10 70 70
export DIE_AREA = 0 0 80 80
==> /design/flow/design.v <==
module pc(entrada, clock, endereco, sinalcontrole, reset);
input wire clock, sinalcontrole, reset;
input wire [7:0] entrada;
reg [7:0] contador;  
output wire [7:0] endereco;  
initial begin
 contador = 8'b00000000;
end
always @(posedge clock) begin
 if(sinalcontrole == 0) begin
	if (reset) begin
		contador = 8'b00000000;
	end
   else begin
		contador = entrada;  
	end
 end
end
assign endereco = contador;  
endmodule
==> /design/flow/constraint.sdc <==
current_design pc

set clk_period 1.0
set clk_io_pct 0.2

create_clock -name clk0 -period $clk_period [get_ports {clock}]

set non_clock_inputs [all_inputs -no_clocks]
set_input_delay [expr $clk_period * $clk_io_pct] -clock clk0 $non_clock_inputs
set_output_delay [expr $clk_period * $clk_io_pct] -clock clk0 [all_outputs]
==> Flow_metrics.wiki <==
== Implementation results ==
{| class="wikitable"
! Metric !! Value
|-
| Count of nets left with antenna violations after detail routing || 0
|-
| Start point of the critical path || contador[7]
|-
| Vias in the first global route || 226
|-
| Slowest stage cell, crit path || sky130_fd_sc_hd__edfxtp_1
|-
| Max Buffers Root-to-Sink || 2
|-
| Horizontal die dimension || 80 um
|-
| Post-place instance area || 532 um2
|-
| Cells in synth_stat.txt || 17
|-
| Clock buffer count from CTS || 3
|-
| Number of H-tree levels || 1
|-
| Quantity of hold-fixing buffers added after cts || 0
|-
| Ranking of synthesized cells by area || sky130_fd_sc_hd__edfxtp_1 (82%), sky130_fd_sc_hd__nor2b_1 (17%), sky130_fd_sc_hd__inv_1 (1.3%)
|-
| Cell taking the most area after synthesis || sky130_fd_sc_hd__edfxtp_1
|-
| Area added between synthesis and finish || 74.9%
|-
| Post-synthesis average cell area || 17.3 um2
|-
| Tool warning count || 25
|-
| CTS sink count || 8
|-
| Number of primary I/O pins || 19
|-
| Average routed wire per standard cell || 8.14 um
|-
| Setup violation total in the final timing report || 0
|-
| Last element of the critical path || endereco[7]
|-
| Status || finished clean
|-
| TritonRoute pass-1 iters || 2
|-
| Count of pins over their slew limit || 0
|-
| Start-to-end type of the worst setup path || flip-flop to output pin
|-
| Worst VDD drop || 0.474 mV
|-
| Slew margin rel. || 0.816
|-
| Clock transition time at the flip-flop clock pins of the worst setup and hold paths || 0.05 ns
|-
| NetSw || 116 uW
|-
| Core Region || 3420 um2
|-
| Antenna Diode Count || 0
|-
| Commonest non-fill, non-tap cell in the layout || sky130_fd_sc_hd__clkdlybuf4s50_1
|-
| Wire length reported by the detailed router || 684 um
|-
| Final number of hold-violating endpoints || 0
|-
| Tot GR Track Use || 0.0190
|-
| First-pass GRT wire length || 897 um
|-
| Critical-path maximum fanout || 1
|-
| Post-Place Worst Slack || -0.156 ns
|-
| Setup repair after global routing missed its margin || false
|-
| Worst endpoint data arrival time || 0.73 ns
|-
| Residual DRC count || 0
|-
| Number of stages on the worst setup path || 1
|-
| Maximum number of pins on one net before global-route repair || 9
|-
| Number of buffers added on ports || 18
|-
| Yosys Warn Count || 1
|-
| Number of antenna violations at the first check in global routing || 0
|-
| Max cap viols || 0
|-
| Number of flip-flops in the largest register || 8
|-
| Die area || 6400 um2
|-
| Chain of cells forming the critical path || buf_2
|-
| Root buffer cell || sky130_fd_sc_hd__clkbuf_4
|-
| Type of element capturing the critical path || output pin
|-
| Gate count of the mapped netlist || 17
|-
| Fraction of layout instances using a drive strength above 1 || 0.289
|-
| Top logic cells by instance count in the layout || sky130_fd_sc_hd__clkdlybuf4s50_1 (10), sky130_fd_sc_hd__nor2b_1 (8), sky130_fd_sc_hd__edfxtp_1 (8)
|-
| Initial standard-cell utilization of the core || 0.0861
|-
| TritonCTS clock tree || built
|-
| Final period utilization || 0.926
|-
| Max Clk Rate || 1080 MHz
|-
| Synthesized flop and latch total || 8
|-
| Leakage || 0.000185 uW
|-
| Clock share of power || 0.316
|-
| Total via count after detailed routing || 186
|-
| Via count normalized by instance count || 2.21
|-
| Die outline height || 80 um
|-
| Pwr dens || 1380 nW/um2
|-
| Internal power component || 593 uW
|-
| Post-layout min period || 0.926 ns
|-
| Fraction of synthesized cell area taken by the top area cell type || 0.817
|-
| Top delay family on crit path || flip-flops
|-
| Synthesized cell area || 294 um2
|-
| Chip area in the Yosys report || 294 um2
|-
| Tightest Hold Check Type || primary input to flip-flop
|-
| Row Count || 21
|-
| Combined buffer and inverter count along the critical path || 1
|-
| Number of design-rule violations left by the first detailed-router iteration || 3
|-
| Final worst slack || 0.0737 ns
|-
| Placer Congestion || 0.678
|-
| Slew of the pin with the lowest slew margin || 0.275 ns
|-
| Worst EP required || 0.80 ns
|-
| Switching Fraction || 0.164
|-
| Leftover overflow at the end of global routing || 0
|-
| Maximum single-stage delay on the critical path || 0.36 ns
|-
| Distinct lib cells || 3
|-
| Hold depth || 2
|-
| Post-CTS setup buffers || 0
|-
| Launching element type of the critical path || flip-flop
|-
| Area of all placed cells without fillers || 514 um2
|-
| Logic pwr share || 0.113
|-
| Portion of the post-synthesis area used by sequential elements || 0.817
|-
| Sequential fraction of design power || 0.571
|}
-- kinds of logic (layout without fill, tap and decap cells) --
logic type             Yosys count  after routing  share of synthesized area
and+or+nand+nor                  8              8                      0.170
DFF                              8              8                      0.817
buffers and inverters            1             22                     0.0128
-- power groups by stage --
stage | registers (uW) | clock network [uW] | logic, uW
global route | 407 | 246 | 88.2
finish | 405 | 224 | 80.2
CTS | 406 | 234 | 87.3
-- Yosys cell counts --
master,number
sky130_fd_sc_hd__nor2b_1,8
sky130_fd_sc_hd__inv_1,1
sky130_fd_sc_hd__edfxtp_1,8
-- routing by layer --
layer | share of wire | wire [um] | GRT usage | vias to the layer above
li1 | - | - | - | 101
met1 | 0.33 | 225 | 0.0117 | 74
met2 | 0.58 | 397 | 0.0409 | 11
met3 | 0.089 | 61 | 0.0114 | 0
met4 | 0 | 0 | 0.00528 | 0
met5 | 0 | 0 | 0 | -
-- worst min path at each step --
stage	startpoint	end	slack [ns]
after CTS	entrada[5]	contador[5]	0.62
after global routing	entrada[5]	contador[5]	0.62
final	entrada[5]	contador[5]	0.62
-- cell type report --
type	count	area [um2]
Clock buffer	3	22.5
Fill cell	407	2900
Inverter	1	3.75
Multi-Input combinational cell	8	50.0
Sequential cell	8	240
Tap cell	46	57.6
Timing Repair Buffer	18	140
-- repair_timing --
item / in CTS / in global routing
pin swaps: 0 / 0
endpoints found under the setup margin: 8 / 2
resized: 23 / 2
-- through the flow --
stage               setup TNS, ns  hold slack, ns  total power, uW  utilization  cells
global route                    0           0.620              741        0.151     84
CTS                             0           0.621              726        0.153     84
finish                          0           0.625              709        0.151     84
floorplan                       0           0.391              421            -     17
detailed placement          -2.43           0.876              520        0.156     81
global placement            -2.10           0.878              519        0.156     81
No activity file was given, so power comes from the tool's default toggle rates.
