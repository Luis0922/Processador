[run.sh]
#!/bin/bash
# OpenROAD 26Q1-2900-gdf79404cd8, Yosys 0.63+post, stock flow scripts
make -C /OpenROAD-flow-scripts/flow DESIGN_CONFIG=/design/flow/config.mk WORK_HOME=/design/flow/orfs finish
[config.mk]
export PLATFORM = sky130hd
export DESIGN_NAME = MUX3E
export DESIGN_NICKNAME = MUX3E
export VERILOG_FILES = /design/flow/design.v
export SDC_FILE = /design/flow/constraint.sdc
export NUM_CORES = 4
export LEC_CHECK = 1
export CORE_AREA = 10 10 70 70
export DIE_AREA = 0 0 80 80
[design.v]
module MUX3E(Entrada1, Entrada2, Entrada3, SinalControle1, SinalControle2, Saida);
input wire [7:0] Entrada1;
input wire [7:0] Entrada2;
input wire [7:0] Entrada3;
input wire [2:0] SinalControle1;
input SinalControle2;
output reg [7:0] Saida;
always @(*)begin
	if(SinalControle1 == 3'b010) begin
		Saida = Entrada3;
	end
	else begin
	 if(SinalControle2 == 0) begin
		Saida = Entrada2;
	 end
	 if(SinalControle2 == 1) begin
		Saida = Entrada1;
	 end
	end
end
endmodule
[constraint.sdc]
current_design MUX3E

set clk_period 3.6
set clk_io_pct 0.2

create_clock -name clk0 -period $clk_period

set non_clock_inputs [all_inputs -no_clocks]
set_input_delay [expr $clk_period * $clk_io_pct] -clock clk0 $non_clock_inputs
set_output_delay [expr $clk_period * $clk_io_pct] -clock clk0 [all_outputs]
==> deck_impl_summary.md <==
Flow Results at a Glance

Run status
  – Outcome: finished clean

Place
  – GPL Wtd Cong: 0.661
  – IO Port Bufs: 36

Flow run
  – Tool Warnings: 32
  – MaxCap Viol Count: 0

Final timing
  – Final hold violations: 0
  – RSZ-0062 raised after global routing: no
  – Min Tclk post-route: 3410 ps
  – Final TNS setup: 0 ps
  – Tcrit/Tclk final: around 95%
  – Endpoints left unconstrained: 8
  – Final setup fails: 0
  – Peak Freq: roughly 0.29 GHz
  – Count of unclocked register or latch pins: 8
  – Max-slew violations: 0

Cells and area
  – Share of cells above drive strength 1: between 20% and 30%
  – Filler cells: about 380
  – Combinational Area: ~250 um2
  – Max reg flops: 8
  – Post-synthesis to final-layout area growth: 120%
  – Flop area: between 100 and 150 um2

Die
  – CORE AREA: roughly 3400 um2
  – # IOs: 36
  – Std cell rows: 21
  – Fp util: roughly a tenth
  – Die Area: approximately 6400 um2
  – Horiz. Die Dim: approximately 80 um
  – Die Y: roughly 80 um

Drt
  – Remaining DRCs: 0
  – Vias/cell: about 2.8
  – First-pass iteration count of the detailed router: 1
  – Antenna diode count: 0
  – DR vias: 319
  – Initial DRC Count: 0
  – Final WL: about 1200 um
  – Wire per inst: between 10 and 15 um
  – Antenna Nets Post-Route: 0

GRT
  – Congestion Overflow GR: 0
  – Vias in the first global route: roughly 330
  – Largest net degree at the start of global routing: 9
  – First-pass GRT wire length: 1600 um
  – Tot GR Track Use: around 3.1%
  – Antenna violations before repair: 0

Worst setup path
  – Crit Path Max Fanout: 8
  – Worst Path Buf+Inv: 2
  – Kind of critical path: input pin to primary output
  – Crit path max-delay family: buffers and inverters
  – CP max-delay cell: clkdlybuf4s50_1
  – Nature of the critical path endpoint: primary output
  – Cell mode on critical path: clkdlybuf4s50_1
  – Worst path cell trace: clkdlybuf4s50_1, mux2_2, mux2_4, dlxtn_1, clkdlybuf4s50_1
  – WP data required: roughly 2900 ps
  – Critical Path Source Type: input pin
  – CP peak stage delay: ~710 ps
  – Worst endpoint data arrival time: roughly 2700 ps
  – CP startpoint: SinalControle2

Clocking
  – CTS resizes: 0
  – Post-CTS Setup Inserts: 0
  – # hold bufs at CTS: 0

Yosys
  – Ys cells: 28
  – Synthesized registers: 8
  – Post-Syn Instances: 28
  – Avg Cell Area, Syn: between 10 and 15 um2
  – Synthesis warning total: 1
  – Post-synthesis cell area: between 300 and 400 um2
  – Synth unique cells: 7
  – Yosys stat chip area: around 360 um2

Pwr
  – Max rail drop VDD: approximately 0.000021 V
  – Power per cell area: 93.4 nW/um2
  – Leakage: 0.341 nW
-- Yosys cell counts (all sizes together) --
| cell | n | area share, % |
|---|---|---|
| conb | 1 | 1.0 |
| or3b | 1 | 2.4 |
| dlxtn | 8 | 33 |
| mux2 | 16 | 59 |
| buf | 2 | 4.5 |
-- layer usage --
layer	vias up	share of wire, %	wire [um]	GRT usage [%]
met4	0	0	0	0
met1	135	35	410	2.92
met3	0	6.7	78	0.568
met2	11	58	667	6.66
li1	173	-	-	-
met5	-	0	0	0
-- layout make-up --
class / count / area share, %
Sequential cell: 8 / 15.2
Multi-Input combinational cell: 25 / 31.9
Tap cell: 46 / 7.29
Timing Repair Buffer: 36 / 45.6
-- kinds of logic (layout without fill, tap and decap cells) --
kind of cell	after synthesis	count (layout)	share of synthesized area, %
buf+inv	2	36	4.53
simple gates	1	1	2.44
mux	16	16	58.5
latches	8	8	33.4
other cells	1	8	1.04
-- through the flow --
step | cell area, um2 | power, mW | std cells | utilization, % | setup slack (ps)
finish | 790 | 0.0737 | 115 | 23.1 | 187
global route | 790 | 0.0786 | 115 | 23.1 | 103
CTS | 787 | 0.0746 | 115 | 23.0 | 36.8
detailed placement | 787 | 0.0745 | 115 | 23.0 | 37.1
global placement | 787 | 0.0738 | 115 | 23.0 | 43.9
floorplan | 385 | 0.0346 | 35 | - | 1140
-- cells in the final DEF, fill, tap and decap left out --
cell type / instances
clkdlybuf4s50_1: 36
dlxtn_1: 8
mux2_4: 8
or3b_4: 1
mux2_2: 8
conb_1: 8
-- power breakdown --
group	leakage (nW)	internal [mW]	switching [mW]	total, mW
sequential	0.0650	0.00916	0.000922	0.0101
clock	0	0	0	0
combinational	0.276	0.0516	0.0121	0.0636
total	0.341	0.0607	0.0130	0.0737
-- worst max-delay path by stage --
stage	to	cells past startpoint
CTS	Saida[2]	5
global route	Saida[2]	5
finish	Saida[2]	5
Power and IR drop assume default switching activity.
